==> /design/flow/run.sh <==
#!/bin/bash
# OpenROAD 26Q1-2900-gdf79404cd8, Yosys 0.63+post, stock flow scripts
make -C /OpenROAD-flow-scripts/flow DESIGN_CONFIG=/design/flow/config.mk WORK_HOME=/design/flow/orfs finish
==> /design/flow/config.mk <==
export PLATFORM = sky130hd
export DESIGN_NAME = register_file
export DESIGN_NICKNAME = register_file
export VERILOG_FILES = /design/flow/design.v
export SDC_FILE = /design/flow/constraint.sdc
export NUM_CORES = 4
export LEC_CHECK = 1
export CORE_UTILIZATION = 50
export SYNTH_HDL_FRONTEND = slang
==> /design/flow/constraint.sdc <==
current_design register_file

set clk_period 8.2
set clk_io_pct 0.2

create_clock -name clk0 -period $clk_period [get_ports {clk}]

set non_clock_inputs [all_inputs -no_clocks]
set_input_delay [expr $clk_period * $clk_io_pct] -clock clk0 $non_clock_inputs
set_output_delay [expr $clk_period * $clk_io_pct] -clock clk0 [all_outputs]
==> /design/flow/design.v <==
module register_file # (
    parameter Data_Width = 32,
              addres_width = 5  
)
(
input   wire            clk,
input   wire            rst,
input   wire            WE3,
input   wire    [addres_width - 1 :0]   A1,
input   wire    [addres_width - 1 :0]   A2,
input   wire    [addres_width - 1 :0]   A3,
input   wire    [Data_Width - 1:0]  WD3,
output  wire    [Data_Width - 1:0]  RD1,
output  wire    [Data_Width - 1:0]  RD2
);
parameter depth = (2**addres_width) -1;
reg [Data_Width - 1:0] reg_file [0:31] ;
integer i;
always @(posedge clk or posedge rst) 
begin
    if(rst)
        begin
            for(i = 0 ; i < (2**addres_width) ; i = i+1)
                reg_file[i] <= 0; 
        end
    else if (WE3)
        reg_file[A3] <= WD3;          
end
assign RD1 = reg_file [A1];
assign RD2 = reg_file [A2];
endmodule
==> impl_summary.log <==
[flow] collecting metrics
INFO  metric grt_setup_unrepaired = no
INFO  metric synthDistinctLibCells = 29
INFO  metric drt-total-wl = about 180 mm
INFO  metric fin_worst_skew = 0 ps
INFO  metric arrival = around 4800 ps
INFO  metric detailroute.via_count = between 30000 and 40000
INFO  metric dp_hpwl = between 90 and 100 mm
INFO  metric fin_ws = approximately 1800 ps
INFO  metric clock_tree.htree_level_count = 3
INFO  metric cts-resized-gates = 0
INFO  metric top_regs = reg_file (1024)
INFO  metric first_pass_grt_wire_length = around 270 mm
INFO  metric edf_count = 0
INFO  metric synth-seq-area-share = between 40 and 50%
INFO  metric grt_remaining_overflow = 0
INFO  metric port_buffers = about 110
INFO  metric clock_tree.buffer_depth = 3
INFO  metric fmax = about 0.16 GHz
INFO  metric utilization = 56.0%
INFO  metric floorplan.die_area = about 110000 um2
INFO  metric max_slew.worst_pin.slew = about 1000 ps
INFO  metric worst_ep_required_time = approximately 6600 ps
INFO  metric synth_async_sr_flop_share = 100%
INFO  metric flop_area = about 26000 um2
INFO  metric yosys-stat-area = 56200 um2
INFO  metric critical_path_peak_fanout = 19
INFO  metric timing.final.setup_violations = 0
INFO  metric yosys_warnings = 0
INFO  metric static-leakage-power = about 30 nW
INFO  metric post_drt_via_cell_ratio = around 6.4
INFO  metric ys_cells = 4606
INFO  metric antenna_violations_before_repair = 1
INFO  metric chipHeight = ~340 um
INFO  metric initCoreUtil = between 50% and 60%
INFO  metric synthFlopType = dfrtp_1
INFO  metric site_row_count = ~120
INFO  metric max-slew-margin-rel = between 30% and 40%
INFO  metric clk_transition_reported_paths = 50 ps
INFO  metric syn_area = roughly 56000 um2
INFO  metric syn_avg_cell_area = roughly 12 um2
INFO  metric p_per_area = ~240 nW/um2
INFO  metric min_period = between 6000 and 7000 ps
INFO  metric registers.top_by_ff_count = reg_file
INFO  metric vdd_ir_drop_max = roughly 0.19 mV
INFO  metric io-pin-count = 114
INFO  metric post-place-ws = 1820 ps
INFO  metric num-fill-cells = between 9000 and 10000
INFO  metric largest_register_ffs = a little over 1000
INFO  metric clock_insertion_delay_worst_skew = roughly 700 ps
INFO  metric number_of_global_route_vias_before_repair = approximately 39000
INFO  metric final_layout_size_suffix_gt1_share = a little under 30%
INFO  metric report.final.hold_viol_count = 0
INFO  metric cap_violations = 0
INFO  metric min-delay-path-class = register to register
INFO  metric cp-start-kind = input pin
INFO  metric grt_util_all_layers = between 30% and 40%
INFO  metric grt_start_max_net_pins = approximately 120
INFO  metric run_status = finished clean
INFO  metric timing.final.max_slew_violations = 0
INFO  metric worstSetupPathType = input pin to output pin
INFO  metric tally_of_openroad_warnings = 36
INFO  metric cts_root_buf = clkbuf_16
INFO  metric detail_route.wl_per_cell = 29.2 um
INFO  metric initialDrtViolationCount = 2820
INFO  metric post_synthesis_cell_count = 4606
INFO  metric area.combinational = 28300 um2
INFO  metric worstSetupEndpointType = output pin
INFO  metric tritoncts = done
INFO  metric tritoncts.num_buffers = between 100 and 150
INFO  metric floorplan.die.width = roughly 340 um
INFO  metric core_area = 111000 um2
INFO  metric detail_route.drc_violations = 0
INFO  metric cts_sinks = approximately 1000
INFO  metric detail_route.first_pass.iterations = 6
INFO  metric area_growth = 10.8%
INFO  metric final_antenna_net_count = 0
INFO  metric cts_hold_buffers = 0
INFO  metric synth-seq-cells = 1024
INFO  metric post_cts_buffers = 0
INFO  metric finalCritPeriodShare = 77.9%
INFO  metric globalplace.congestion = 0.857
[final timing paths]
check	slack [ps]	end	cells after the start	from
max	1810	RD1[27]	8	A1[2]
min	510	reg_file[95]$_DFFE_PP0P_	1	reg_file[95]$_DFFE_PP0P_
max reg2reg	7400	reg_file[519]$_DFFE_PP0P_	1	reg_file[519]$_DFFE_PP0P_
min reg2reg	510	reg_file[95]$_DFFE_PP0P_	1	reg_file[95]$_DFFE_PP0P_
max in group asynchronous	4970	reg_file[701]$_DFFE_PP0P_	5	rst
min in group asynchronous	1340	reg_file[33]$_DFFE_PP0P_	2	rst
[worst max-delay path: stages]
cell and delay, ps:
clkdlybuf4s50_1 630, nor2b_4 750, buf_4 450, a22o_1 190, nor3_1 50, a31oi_1 260, nand3_1 160, clkdlybuf4s50_1 600
[cell type report]
class,count,share of cell area [%]
Tap cell,1488,2.99
Multi-Input combinational cell,3137,45.4
Clock inverter,42,0.759
Sequential cell,1024,41.1
Timing Repair Buffer,255,4.11
Inverter,1,0.0121
Antenna cell,1,0.00402
Clock buffer,171,5.58
[power breakdown]
group          switching (mW)  internal [mW]  total, mW
Clock                    2.15           3.22       5.37
Sequential              0.703           6.04       6.74
Combinational            1.34           1.55       2.88
Total                    4.20           10.8       15.0
[synthesized netlist by cell type, types with 2 or more instances]
library cell,instances,area [um2]
mux2i_1,1024,10200
a22o_1,128,1120
nand3_1,194,971
or2_2,3,18.8
nor3_1,65,325
a21oi_1,192,961
nor2b_1,4,25.0
buf_6,55,619
nand2b_1,4,25.0
and2_1,2,12.5
clkbuf_1,196,736
dfrtp_1,1024,25600
mux2_1,37,417
buf_1,22,82.6
buf_4,53,398
nor3b_2,3,37.5
mux2_2,987,11100
nand3b_1,4,30.0
a31oi_1,64,400
nor2_4,16,180
nor2_1,3,11.3
buf_2,118,591
a22oi_1,192,1440
nand2_1,211,792
[cell usage in the layout, fill, tap and decap left out, types with 22 or more instances in the layout]
master and n:
nor3_1 65, buf_4 114, a22o_1 128, mux2_2 987, clkbuf_8 30, dfrtp_1 1024
clkinv_2 28, clkbuf_16 119, clkbuf_1 22, a22oi_1 192, a31oi_1 64, buf_12 28
clkdlybuf4s50_1 111, nand3_1 194, nand2_1 193, a21oi_1 192, mux2_1 37, mux2i_1 1024
[kinds of logic after synthesis]
kind of cell | after synthesis | synth area share [%]
compound gates | 576 | 6.98
buf+inv | 445 | 4.32
flops | 1024 | 45.6
mux | 2048 | 38.7
simple gates | 513 | 4.38
[routing by layer]
layer,routed length (um),share of wire (%),vias to the layer above,global-route usage (%)
li1,-,-,16963,-
met1,79300,44,20191,52.3
met2,77100,43,1392,46.4
met3,16800,9.4,323,11.3
met4,5560,3.1,4,8.20
met5,88,0.049,-,0.128
[stage by stage]
| stage | power (mW) | TNS (ps) | instances | hold WS (ps) | instance area [um2] |
|---|---|---|---|---|---|
| finish | 15.0 | 0 | 6119 | 510 | 62300 |
| global route | 15.7 | 0 | 6118 | 529 | 62300 |
| CTS | 15.1 | 0 | 6118 | 514 | 62300 |
| detailed placement | 9.68 | 0 | 5905 | 500 | 58300 |
| global placement | 9.61 | 0 | 5905 | 491 | 58300 |
| floorplan | 8.84 | -7735230 | 4606 | 479 | 56200 |
Power figures rest on the tool's default switching activity, not on a simulated workload.
