## design.v

```verilog
module mux_3x1 (
    input wire [31:0] data0,
    input wire [31:0] data1,
    input wire [31:0] data2,
    input wire [1:0] select,
    output wire [31:0] out
);
    assign out = (select == 2'b00) ? data0 :
                    (select == 2'b01) ? data1 :
                    (select == 2'b10) ? data2 :
                    32'b0;   
endmodule
```

## run.sh

```bash
#!/bin/bash
# OpenROAD 26Q1-2900-gdf79404cd8, Yosys 0.63+post, stock flow scripts
make -C /OpenROAD-flow-scripts/flow DESIGN_CONFIG=/design/flow/config.mk WORK_HOME=/design/flow/orfs finish
```

## config.mk

```make
export PLATFORM = sky130hd
export DESIGN_NAME = mux_3x1
export DESIGN_NICKNAME = mux_3x1
export VERILOG_FILES = /design/flow/design.v
export SDC_FILE = /design/flow/constraint.sdc
export NUM_CORES = 4
export LEC_CHECK = 1
export CORE_AREA = 10 10 76 76
export DIE_AREA = 0 0 86 86
export SYNTH_HDL_FRONTEND = slang
```

## constraint.sdc

```tcl
current_design mux_3x1

set clk_period 3.4
set clk_io_pct 0.2

create_clock -name clk0 -period $clk_period

set non_clock_inputs [all_inputs -no_clocks]
set_input_delay [expr $clk_period * $clk_io_pct] -clock clk0 $non_clock_inputs
set_output_delay [expr $clk_period * $clk_io_pct] -clock clk0 [all_outputs]
```

==> Slide: Implementation Results <==
Physical Implementation Snapshot

Outcome
  • Status: finished clean

Cells and area
  • Reg area: 0 µm²
  • Fin cells: 250
  • Fill cell instance count of the final layout: 374
  • Area growth syn-to-layout: 165.0%
  • Flops: 0
  • Design area: 2086 µm²
  • Layout cell share with drive strength beyond 1: around 8.5%
  • Logic area: 676.9 µm²
  • Clock buffer count: 0
  • Most frequent logic cell in the layout: clkdlybuf4s50_1
  • Most frequent cells in the layout: clkdlybuf4s50_1, mux2i_1, o2bb2ai_1

Routing
  • Antenna Cells: 0
  • Vias: 1105
  • First-pass DRT Iterations: 2
  • Iteration-0 DRC Markers: 12
  • WL/cell: 17.84 µm
  • Via density per instance: 4.420
  • DRC violations left: 0
  • Post-Route WL: 4.459 mm
  • Antenna-violating nets left: 0

Floorplanning
  • Io pins: 130
  • Die Ht: 86 µm
  • Initial Utilization: 19.12%
  • Die Area: 7396 µm²
  • # rows: 23
  • Die W: 86 µm
  • Core Footprint: 4115 µm²

Synthesis
  • Sequential fraction of the synthesis area: 0%
  • MUX share of area: 40.70%
  • Syn Inst Count: roughly 77
  • Yosys stat area: ~800 µm²
  • Synth Cell Area: 787.0 µm²
  • XOR Share, Synth: 0%
  • Unique masters post-synth: 8
  • Adder Area Share: 0%
  • Logic family by area: AND-OR/OR-AND gates
  • Syn Area/Cell: 10.22 µm²
  • Synth warn: 0
  • Simple share: 1.749%
  • Yosys cell count: between 70 and 80
  • AO/OA Area Share: a little over two fifths

STA
  • Setup_tns: 0 ns
  • RSZ-0062 raised after global routing: false
  • Peak Freq: 347.1 MHz
  • Minimum clock period: between 2 and 3 ns
  • Worst slew pin tran: 0.6548 ns
  • Tcrit/Tclk final: 84.74%
  • Max Slew Vio Count: 0
  • Setup violations, final: 0
  • Final hold violation count: 0
  • Slew margin rel.: 56.35%

Pwr
  • Pwr dens: 121.6 nW/µm²
  • Peak supply drop: 86.06 µV
  • LEAKAGE: 0.7996 nW

Job
  • OpenROAD warnings: 32
  • Max-Cap Viols: 0

Place
  • Post-DP HPWL: 3.974 mm
  • Placed Cells: 250
  • Placed cell area: 2086 µm²
  • GP Congestion: slightly above 0.8
  • PortBufs: 130

GRT
  • Number of global-route vias before repair: 1196
  • Antenna violations before repair: 0
  • Largest net degree at the start of global routing: 33
  • GR Overflow Total: 0
  • First-pass GRT wire length: 6.596 mm
  • GRT Util Overall: 10.86%

CTS
  • CTS hold repair buffers: 0
  • # Post-CTS Setup Buffers: 0
  • Post-CTS Resized: 0

Setup path
  • Setup CP Type: in2out
  • Critical Path RT: about 2.7 ns
  • Critical path startpoint category: input port
  • Worst Path Max Fanout: 14
  • Crit path DAT: 2.20 ns
  • Setup crit end kind: output pin

Min path
  • HP Class: in2out
## where the power goes
part / internal, mW / leakage (nW) / switching [mW]
logic: 0.189 / 0.800 / 0.0647
registers: 0 / 0 / 0
clock network: 0 / 0 / 0
total: 0.189 / 0.800 / 0.0647
## logic make-up (layout without fill, tap and decap cells)
group,count (synthesis),after routing
compound gates,32,32
mux,32,32
buf+inv,12,135
simple gates,1,1
## layer usage
metal  up-vias  part of all wire [%]  wire, µm  GRT usage [%]
li1        568                     -         -              -
met2        60                    51      2281          19.61
met1       477                    37      1639          11.73
met4         0                     0         0              0
met5         -                     0         0              0
met3         0                    12       538          5.434
## path summary, 6_finish.rpt
| check | from | endpoint | slack [ns] | depth (start not counted) |
|---|---|---|---|---|
| setup / recovery | select[1] | out[13] | 0.52 | 5 |
| hold / removal | data2[28] | out[28] | 2.28 | 3 |
## synthesized netlist by cell type
| cell | instances | area share, % |
|---|---|---|
| mux2i_1 | 32 | 41 |
| o2bb2ai_1 | 22 | 24 |
| o2bb2ai_2 | 10 | 19 |
| buf_6 | 8 | 11 |
| clkbuf_1 | 2 | 0.95 |
| buf_2 | 1 | 0.64 |
| buf_4 | 1 | 0.95 |
| nor2b_4 | 1 | 1.7 |
## critical path, cell delays in order
cell and delay (ns):
clkdlybuf4s50_1 0.47, nor2b_4 0.16, buf_4 0.25, o2bb2ai_1 0.14, clkdlybuf4s50_1 0.49
## area by class of cell
cell class	instances	share of cell area, %
Timing Repair Buffer	135	64.55
Multi-Input combinational cell	65	32.45
Tap cell	50	2.999
## per-stage QoR
| step | worst slack, ns | util, % | total power [mW] | hold WS (ns) |
|---|---|---|---|---|
| 4_1_cts | 0.4766 | 50.68 | 0.2591 | 2.288 |
| 3_5_place_dp | 0.4716 | 50.68 | 0.2584 | 2.278 |
| 5_1_grt | 0.3885 | 50.68 | 0.2746 | 2.311 |
| 2_1_floorplan | 1.443 | - | 0.07425 | 1.423 |
| 6_report | 0.5188 | 50.68 | 0.2537 | 2.277 |
| 3_3_place_gp | 0.5079 | 50.68 | 0.2564 | 2.290 |
Power figures rest on the tool's default switching activity, not on a simulated workload.
