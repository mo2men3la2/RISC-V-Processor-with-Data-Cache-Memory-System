<file path="flow/run.sh">
#!/bin/bash
# OpenROAD 26Q1-2900-gdf79404cd8, Yosys 0.63+post, stock flow scripts
make -C /OpenROAD-flow-scripts/flow DESIGN_CONFIG=/design/flow/config.mk WORK_HOME=/design/flow/orfs finish
</file>
<file path="flow/config.mk">
export PLATFORM = sky130hd
export DESIGN_NAME = ALUunit
export DESIGN_NICKNAME = ALUunit
export VERILOG_FILES = /design/flow/design.v
export SDC_FILE = /design/flow/constraint.sdc
export NUM_CORES = 4
export LEC_CHECK = 1
export CORE_UTILIZATION = 30
export SYNTH_HDL_FRONTEND = slang
</file>
<file path="flow/constraint.sdc">
current_design ALUunit

set clk_period 18.4
set clk_io_pct 0.2

create_clock -name clk0 -period $clk_period

set non_clock_inputs [all_inputs -no_clocks]
set_input_delay [expr $clk_period * $clk_io_pct] -clock clk0 $non_clock_inputs
set_output_delay [expr $clk_period * $clk_io_pct] -clock clk0 [all_outputs]
</file>
<file path="flow/design.v">
module ALUunit
    (
        input wire [31:0] SrcA, SrcB,
        input wire [2:0] ALUControl,
        output reg [31:0] ALUResult,
        output reg Zero
    );
always @(*) 
begin
    case (ALUControl)
        3'b000: ALUResult = SrcA + SrcB;
        3'b001: ALUResult = SrcA - SrcB;
        3'b010: ALUResult = SrcA & SrcB;
        3'b011: ALUResult = SrcA | SrcB;
        3'b101: if (SrcA < SrcB)ALUResult = 32'd1; else ALUResult = 32'd0;
        default: ALUResult = 32'd0;
    endcase    
    Zero = ~|(ALUResult);
end
endmodule
</file>
==> results.py <==
# Physical implementation metrics
metrics = {
    "floorplanning": {
        "die_h_microns": 136,
        "rows": 48,
        "io_pins": 100,
        "core-area_sq_mm": 0.0174,
        "die_x_microns": 136,
        "die-area_sq_mm": 0.0184,
        "fp_util_pct": 30.9,
    },
    "power": {
        "clkPwrFrac_pct": 0,
        "switching_power_w": 0.000112,
        "powerDensity_mw_per_mm2": 30.5,
        "power.total_w": 0.000197,
        "combPwrFrac_pct": 100.0,
        "vdd_ir_drop_max_uv": 12.0,
        "p_sw_share_pct": 56.8,
        "p_leak_nw": 2.78,
        "seqPwrFrac_pct": 0,
        "internal_power_w": 0.0000850,
    },
    "final_layout": {
        "ff_count": 0,
        "layout.cells.most_common": "ha_1",
        "syn_to_final_growth_pct": 20.6,
        "n_fill_cell": 1837,
        "most-common-layout-cells": "ha_1, clkdlybuf4s50_1, inv_1",
        "n_clock_buffer": 0,
        "regArea_sq_um": 0,
        "postLayoutCoreUtil_pct": 37.2,
        "drive_above_1_share_pct": 4.98,
    },
    "run": {
        "max_cap_violations": 0,
        "warning_count": 100,
    },
    "placement": {
        "portBuffers": 100,
        "dp_slack_ns": 6.11,
        "hpwl_microns": 15200,
        "gp_congestion": 0.954,
    },
    "global_route": {
        "grt_max_degree": 58,
        "antenna_found_initial": 0,
        "grt_pass1_vias": 5526,
        "grt_pass1_wl_microns": 29700,
        "grtUsageTotal_pct": 20.5,
        "grt_overflow_total": 0,
    },
    "sta": {
        "fin_ws_ns": 6.12,
        "hold_ws_ns": 8.36,
        "final.min_clock_period_ns": 12.28,
        "final.setup.tns_ns": 0,
        "setup_viol": 0,
        "rsz0062_at_grt": "no",
        "hold_viol_final": 0,
        "worstMarginPinSlew_ns": 0.709,
        "fmax_mhz": 81.4,
        "max_slew_margin_pct": 52.1,
        "slew_violations": 0,
        "fin_crit_sh_pct": 66.8,
    },
    "setup_path": {
        "crit_path_max_fanout": 12,
        "max_stage_delay_ns": 0.63,
        "cp_common_cell": "clkdlybuf4s50_1",
        "critPathLaunch": "SrcA[9]",
        "worst_setup_path_start_kind": "input pin",
        "end_kind": "primary output",
        "worstSetupPathType": "in -> out",
        "crit_required_ns": 14.72,
        "cp.arrival_ns": 8.60,
        "cp_slowest_cell": "or4_1",
        "worstPathCellList": "clkdlybuf4s50_1 -> inv_1 -> ha_1 -> or4_1 -> nand2b_1 -> a21oi_1 -> o31ai_2 -> o31ai_1 -> xnor2_1 -> o221ai_1 -> or4bb_1 -> nand4bb_1 -> or4_4 -> nor4b_4 -> clkdlybuf4s50_1",
    },
    "logic_synthesis": {
        "yosysChipArea_sq_mm": 0.00536,
        "netlist_instances": 801,
        "topCellsByArea": "ha_1, a21oi_1, inv_1, nor2_1, o21ai_0",
        "syn_area_sq_mm": 0.00536,
        "synthDistinctLibCells": 92,
        "ys_cells": 801,
        "yosys.area.top_type": "ha_1",
        "ys_seq_share_pct": 0,
        "avgSynthCellArea_sq_um": 6.69,
        "ys.warnings.count": 0,
        "yosysTopAreaCellShare_pct": 23.4,
    },
    "clock_network": {
        "cts.repair.resized": 0,
        "cts_hold_buffers": 0,
        "post_cts_buffers": 0,
    },
    "detailed_routing": {
        "drc": 0,
        "wire_per_inst_microns": 17.1,
        "ant_nets": 0,
        "routed_wl_microns": 18600,
        "via_per_inst": 5.47,
        "vias": 5949,
        "insertedDiodeCount": 0,
        "firstDrtPassIters": 6,
        "drt_iter0_drc": 580,
    },
    "status": {
        "status": "completed",
    },
    "hold_path": {
        "worst_hold_path_type": "in -> out",
        "hold_start": "ALUControl[0]",
    },
}
[power groups by stage]
stage                 clock (W)  sequential (W)  combinational [W]
after CTS                     0               0           0.000195
final                         0               0           0.000197
after global routing          0               0           0.000216
[Yosys cell counts (all sizes together) (3+ instances only)]
master	number
xnor2	22
o2111ai	3
o211ai	22
inv	97
nand2b	13
o21bai	9
or3	8
nand4	10
nand2	61
nor3	16
mux2	3
a211oi	10
o221ai	7
a31oi	10
a21oi	81
nand3	17
or4	7
mux2i	5
a31o	3
o21ai	58
clkbuf	19
nor2b	10
nor4	7
and3	4
ha	100
buf	25
o31ai	15
nor2	74
o311ai	3
or2	5
a211o	4
o22ai	11
a21o	10
[worst max-delay path, delay by kind of cell]
family	cells	cell delay, ns
and+or+nand+nor	6	2.36
AOI/OAI and AO/OA	4	0.88
xor gates and xnor gates	1	0.15
buffers and inverters	3	1.06
adders and majority gates	1	0.48
[kinds of logic after synthesis]
family                   count (synthesis)  share of synthesized area, %
adder cells (fa/ha/maj)                102                          24.1
AND/OR/NAND/NOR                        243                          22.9
multiplexers                             9                          1.99
XOR/XNOR                                24                          4.06
AND-OR/OR-AND                          280                          35.9
buffers and inverters                  143                          11.1
[cell type report]
type | count | area (sq um) | area share (%)
Timing Repair Buffer | 106 | 1040 | 16.1
Multi-Input combinational cell | 658 | 4760 | 73.8
Inverter | 99 | 372 | 5.75
Tap cell | 225 | 282 | 4.36
[routing by layer]
| layer | GRT usage, % | part of all wire, % |
|---|---|---|
| met2 | 31.7 | 44 |
| met1 | 31.7 | 49 |
| met4 | 2.68 | 1.5 |
| met5 | 0 | 0 |
| met3 | 0.878 | 5.4 |
[metrics by stage]
step	instances	instance area (sq um)
global placement	1088	6460
floorplan	801	5360
finish	1088	6460
global route	1088	6460
CTS	1088	6460
detailed placement	1088	6460
[final timing paths]
path / end / depth (start not counted)
setup / recovery: Zero / 15
hold / removal: ALUResult[27] / 4
Power is estimated from default activity; no workload was simulated.
